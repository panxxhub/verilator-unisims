<file path="flow/config.mk">
export PLATFORM = sky130hd
export DESIGN_NAME = RAM512X1S
export DESIGN_NICKNAME = RAM512X1S
export VERILOG_FILES = /design/flow/design.v
export SDC_FILE = /design/flow/constraint.sdc
export NUM_CORES = 4
export LEC_CHECK = 1
export CORE_UTILIZATION = 40
</file>
<file path="flow/constraint.sdc">
current_design RAM512X1S

set clk_period 17.2
set clk_io_pct 0.2

create_clock -name clk0 -period $clk_period [get_ports {WCLK}]

set non_clock_inputs [all_inputs -no_clocks]
set_input_delay [expr $clk_period * $clk_io_pct] -clock clk0 $non_clock_inputs
set_output_delay [expr $clk_period * $clk_io_pct] -clock clk0 [all_outputs]
</file>
<file path="flow/design.v">
`timescale 1 ps / 1 ps
module RAM512X1S
#(
    parameter [511:0] INIT = 512'h0,
    parameter   [0:0] IS_WCLK_INVERTED = 1'b0
)
(
    input  wire       WCLK,
    input  wire       WE,
    input  wire [8:0] A,
    input  wire       D,
    output wire       O
);
    reg  [511:0] _r_mem;
    initial begin : INIT_STATE
        _r_mem = INIT;
    end
    generate
        if (IS_WCLK_INVERTED) begin : GEN_WCLK_NEG
            always @(negedge WCLK) begin : MEM_WRITE
                if (WE) begin
                    _r_mem[A] <= D;
                end
            end
        end
        else begin : GEN_WCLK_POS
            always @(posedge WCLK) begin : MEM_WRITE
                if (WE) begin
                    _r_mem[A] <= D;
                end
            end
        end
    endgenerate
    assign O = _r_mem[A];
endmodule
</file>
<file path="flow/run.sh">
#!/bin/bash
# OpenROAD 26Q1-2900-gdf79404cd8, Yosys 0.63+post, stock flow scripts
make -C /OpenROAD-flow-scripts/flow DESIGN_CONFIG=/design/flow/config.mk WORK_HOME=/design/flow/orfs finish
</file>
==> flow_results.org <==
#+TITLE: Synthesis and PnR summary

** Logic synthesis
- Count of library flops with an enable pin :: 512
- Of the post-synthesis cell area, the part taken by muxes is approximately 30%.
- For reference, full adder, half adder and majority cells occupy less than 1% of the area reported after synthesis.
- Ys async rst share :: 0%
- Per the synthesis report, the AND-OR/OR-AND share of the synthesized area is under 10%.
- Yosys Warn Count :: 1
- Summing the sequential cell areas from Yosys gives between 50% and 60% of the chip area.
- Syn Area/Cell :: roughly 13 sq um
- The commonest register cell is sky130_fd_sc_hd__edfxtp_1.
- By area the synthesized netlist is led by sky130_fd_sc_hd__edfxtp_1, sky130_fd_sc_hd__mux2_2, sky130_fd_sc_hd__mux4_2.
- Largest area contributor in the netlist :: sky130_fd_sc_hd__edfxtp_1
- The synthesized netlist occupies a cell area of about 29000 sq um.
- Of the post-synthesis cell area, the dominant cell type holds between 50% and 60%.
- YS chip area :: just under 30000 sq um
- Yosys stat counts about 2200 cells in the synthesized netlist.
- In this run, synthesis produced a sequential element count of 512.
- After Yosys synthesis, and, or, nand and nor cells account for around a tenth of the synthesized area.
- The synthesized netlist contains 59 unique library cells.
- Area share of xor/xnor cells in the synthesized design :: less than 1%
- Largest non-sequential cell family by area :: multiplexers
- Per the post-synthesis report, the number of cells in the design is ~2200.

** Die
- The floorplan has 98 rows.
- Initial core utilization :: 40.4%
- Chip Footprint :: 73200 sq um
- The floorplan step set the die height to approximately 270 microns.
- 13 I/O pins were placed.
- According to the floorplan report, the die width is between 200 and 300 microns.
- Core ar. :: roughly 70000 sq um

** Final timing
- Per the finish-stage timing summary, setup violations number 0.
- Part of the cycle the worst path needs :: 66.4%
- The final timing report lists a hold violation count of 0.
- Per the timing report, the achievable frequency comes out to between 0.08 and 0.09 GHz.
- RSZ-0062 raised after global routing :: no
- Worst-case clock skew :: 0 ps
- The final max-slew violation count recorded for this run is 15.
- Pin slew with the least headroom to its limit :: roughly 1500 ps
- Summed over all failing endpoints, the final setup total negative slack is 0 ps.
- The clock period could shrink to 11420 ps.
- Worst max-slew margin expressed relative to the limit :: -1.26%

** Setup path
- Category of the worst setup path launch point :: primary input
- CP peak stage delay :: between 1000 and 1500 ps
- Worst EP arrival :: 7980 ps
- STA reports a reg2reg setup slack of 16180 ps.
- Ordered cell list for the critical path :: clkdlybuf4s50_1, buf_4, and2_0, a22oi_1, nand4_1, o311ai_0, a22oi_1, nor2_1, a32oi_1, clkdlybuf4s50_1
- The critical path starts at A[3].
- Last element of the critical path :: O
- Measured in cells, the most critical reg-to-reg path has a length of 1.
- Per the timing report, the most critical flop-to-flop path originates at _r_mem[32].
- STA classifies the critical path endpoint as an output port.
- STA lists the maximum fanout along the critical path as 30.
- Slowest cell on crit path :: sky130_fd_sc_hd__and2_0
- Classification of the worst setup path :: in2out
- At the worst endpoint, the required time is 13760 ps.
- Capture instance of the worst register-to-register path :: _r_mem[32]

** Final layout
- Biggest regs :: _r_mem x512
- _r_mem holds more flip-flops than any other register.
- The register with the most flip-flops in the layout has 512 of them.
- Leaving out filler cells and counting taps, the final layout contains between 3000 and 4000.
- Ranking logic cells in the layout by count gives the top entries sky130_fd_sc_hd__edfxtp_1, sky130_fd_sc_hd__nor2_1, sky130_fd_sc_hd__mux2_2, sky130_fd_sc_hd__mux4_2, sky130_fd_sc_hd__nand2_1.
- Layout cell share with drive strength beyond 1 :: 35.0%
- Utilization after layout :: between 40% and 50%
- After filler insertion, the fill cell instance count of the layout stands at between 6000 and 7000.
- By instance count after routing, the leading logic cell type is sky130_fd_sc_hd__edfxtp_1.
- Area grow syn2layout :: 9.23%

** Route
- Per-cell routed wire length :: roughly 25 microns
- DR DRC count :: 0
- The pre-antenna-repair detailed-routing pass consisted of 5 iterations.
- The routed design shows a via density per instance of 5.80.
- Number of design-rule violations left by the first detailed-router iteration :: between 1000 and 1500
- Wires add up to between 70000 and 80000 microns.
- The detailed router placed around 18000 vias in this run.
- Post-route ant nets :: 0
- The routed design ends up with an antenna cell count of 0.

** Clocking
- Clock transition at the registers of the reported paths :: 50 ps
- Per the CTS log, the root buffer master is sky130_fd_sc_hd__clkbuf_16.
- Bufs on Longest Clock Path :: 3
- According to the CTS report, the clock sink count is 512.
- CTS tree :: built
- Buffers added to address setup during post-CTS repair amount to 0.
- The clock H-tree reported by CTS has 2 levels.
- The number of gates resized after CTS was 0.
- Counting the buffers created by CTS gives 57.
- Clock latency on the worst-skew pair :: about 630 ps
- Number of buffers inserted for hold repair after clock tree synthesis :: 0

** Global routing
- Total global-route track usage over all layers is between 20% and 30%.
- Initial antenna violation count :: 3
- After global routing the overflow that remains totals 0.
- The number of global-route vias before repair came to around 18000.
- Largest net degree at the start of global routing :: about 180
- The first global-routing pass estimated about 120000 microns of wire.

** Power
- Pwr Density :: between 90 and 100 nW/um^2
- P_leak :: between 9 and 10 nW
- Peak supply drop :: between 0.07 and 0.08 mV

** Run
- Maximum Capacitance Violations :: 1
- Number of logged tool warnings :: 31

** Status
- Status :: finished, violations left
- The final reports fail on max-capacitance violations, max-slew violations.

** Placed design
- During placement, the flow inserted port buffers numbering 12.
- HPWL after DPL :: approximately 48000 microns
- Once placement completed, the tool counted placed cells totaling between 3000 and 4000.
- RePlAce ended its routability-driven mode at a weighted congestion of ~0.91.

** Min path
- Worst hold path type :: reg2reg
through the flow:
stage               hold slack, ps  setup slack (ps)  cell area [sq um]  power, W
finish                         552              5780              31500   0.00300
CTS                            557              5920              31500   0.00303
global route                   570              5630              31500   0.00310
detailed placement             542              5950              29700   0.00181
floorplan                      523              8410              28900   0.00170
global placement               535              5840              29700   0.00181
layout make-up:
class                      instances  area (sq um)  area share, %
timing repair buffer              52           458           1.45
tap                              950          1190           3.77
clock buffer                      72          1480           4.70
inverter                           5          18.8         0.0595
clock inverter                    32           355           1.13
multi-input combinational       1494         12600           40.1
sequential                       512         15400           48.8
worst min path at each step:
stage          start          to  slack [ps]  depth (start not counted)
5_1_grt   _r_mem[76]  _r_mem[76]         570                          1
4_1_cts   _r_mem[76]  _r_mem[76]         560                          1
6_report  _r_mem[92]  _r_mem[92]         550                          1
logic make-up after synthesis:
| family | count (synthesis) |
|---|---|
| AOI/OAI and AO/OA | 114 |
| xor gates and xnor gates | 6 |
| adders and majority gates | 1 |
| buffers and inverters | 178 |
| DFF | 512 |
| muxes | 672 |
| and+or+nand+nor | 701 |
synthesized netlist by cell type (4+ instances only):
master                     count
sky130_fd_sc_hd__mux2_1       71
sky130_fd_sc_hd__buf_2        63
sky130_fd_sc_hd__a221o_1       5
sky130_fd_sc_hd__edfxtp_1    512
sky130_fd_sc_hd__o22ai_1       7
sky130_fd_sc_hd__nand2_1     108
sky130_fd_sc_hd__mux2_2      446
sky130_fd_sc_hd__a31oi_1       8
sky130_fd_sc_hd__mux4_2      114
sky130_fd_sc_hd__nor2_2       61
sky130_fd_sc_hd__inv_1         4
sky130_fd_sc_hd__mux2i_1      41
sky130_fd_sc_hd__nand3_1      15
sky130_fd_sc_hd__nor3_1        4
sky130_fd_sc_hd__a22oi_1      25
sky130_fd_sc_hd__and3_1        5
sky130_fd_sc_hd__o21ai_0      15
sky130_fd_sc_hd__a221oi_1      9
sky130_fd_sc_hd__clkbuf_1     90
sky130_fd_sc_hd__nand2b_1      7
sky130_fd_sc_hd__nor2b_1      11
sky130_fd_sc_hd__nand4_1       5
sky130_fd_sc_hd__buf_4         4
sky130_fd_sc_hd__a21oi_1      21
sky130_fd_sc_hd__buf_6        13
sky130_fd_sc_hd__nor2_1      466
power by group:
group | switching [W] | internal, W
logic | 0.000180 | 0.000120
registers | 0.0000331 | 0.00146
clock network | 0.000511 | 0.000700
layer usage:
layer	vias to the layer above	track usage (%)	routed length (microns)
li1	8043	-	-
met1	9253	35.4	32500
met2	666	32.5	34900
met3	125	8.84	7480
met4	6	4.45	1880
met5	-	0	35
critical path, delay by kind of cell:
| kind | cells | cell delay [ps] |
|---|---|---|
| buffers and inverters | 3 | 1490 |
| and+or+nand+nor | 3 | 1510 |
| AOI/OAI and AO/OA | 4 | 1510 |
Power and IR drop assume default switching activity.
