===== flow/run.sh =====
#!/bin/bash
# OpenROAD 26Q1-2900-gdf79404cd8, Yosys 0.63+post, stock flow scripts
make -C /OpenROAD-flow-scripts/flow DESIGN_CONFIG=/design/flow/config.mk WORK_HOME=/design/flow/orfs finish

===== flow/config.mk =====
export PLATFORM = sky130hd
export DESIGN_NAME = RAM32M16
export DESIGN_NICKNAME = RAM32M16
export VERILOG_FILES = /design/flow/design.v
export SDC_FILE = /design/flow/constraint.sdc
export NUM_CORES = 4
export LEC_CHECK = 1
export CORE_UTILIZATION = 40

===== flow/constraint.sdc =====
current_design RAM32M16

set clk_period 14.5
set clk_io_pct 0.2

create_clock -name clk0 -period $clk_period [get_ports {WCLK}]

set non_clock_inputs [all_inputs -no_clocks]
set_input_delay [expr $clk_period * $clk_io_pct] -clock clk0 $non_clock_inputs
set_output_delay [expr $clk_period * $clk_io_pct] -clock clk0 [all_outputs]

===== flow/design.v =====
`timescale 1 ps / 1 ps
module RAM32M16
#(
    parameter  [63:0] INIT_A           = 64'h0,
    parameter  [63:0] INIT_B           = 64'h0,
    parameter  [63:0] INIT_C           = 64'h0,
    parameter  [63:0] INIT_D           = 64'h0,
    parameter  [63:0] INIT_E           = 64'h0,
    parameter  [63:0] INIT_F           = 64'h0,
    parameter  [63:0] INIT_G           = 64'h0,
    parameter  [63:0] INIT_H           = 64'h0,
    parameter   [0:0] IS_WCLK_INVERTED = 1'b0
)
(
    input  wire       WCLK,
    input  wire       WE,
    input  wire [4:0] ADDRA,
    input  wire [1:0] DIA,
    output wire [1:0] DOA,
    input  wire [4:0] ADDRB,
    input  wire [1:0] DIB,
    output wire [1:0] DOB,
    input  wire [4:0] ADDRC,
    input  wire [1:0] DIC,
    output wire [1:0] DOC,
    input  wire [4:0] ADDRD,
    input  wire [1:0] DID,
    output wire [1:0] DOD,
    input  wire [4:0] ADDRE,
    input  wire [1:0] DIE,
    output wire [1:0] DOE,
    input  wire [4:0] ADDRF,
    input  wire [1:0] DIF,
    output wire [1:0] DOF,
    input  wire [4:0] ADDRG,
    input  wire [1:0] DIG,
    output wire [1:0] DOG,
    input  wire [4:0] ADDRH,
    input  wire [1:0] DIH,
    output wire [1:0] DOH
);
    reg [63:0] _r_mem_a;
    reg [63:0] _r_mem_b;
    reg [63:0] _r_mem_c;
    reg [63:0] _r_mem_d;
    reg [63:0] _r_mem_e;
    reg [63:0] _r_mem_f;
    reg [63:0] _r_mem_g;
    reg [63:0] _r_mem_h;
    initial begin : INIT_STATE
        _r_mem_a = INIT_A;
        _r_mem_b = INIT_B;
        _r_mem_c = INIT_C;
        _r_mem_d = INIT_D;
        _r_mem_e = INIT_E;
        _r_mem_f = INIT_F;
        _r_mem_g = INIT_G;
        _r_mem_h = INIT_H;
    end
    generate
        if (IS_WCLK_INVERTED) begin : GEN_WCLK_NEG
            always @(negedge WCLK) begin : MEM_WRITE
                if (WE) begin
                    _r_mem_a[{ ADDRH, 1'b0 } +: 2] <= DIA;
                    _r_mem_b[{ ADDRH, 1'b0 } +: 2] <= DIB;
                    _r_mem_c[{ ADDRH, 1'b0 } +: 2] <= DIC;
                    _r_mem_d[{ ADDRH, 1'b0 } +: 2] <= DID;
                    _r_mem_e[{ ADDRH, 1'b0 } +: 2] <= DIE;
                    _r_mem_f[{ ADDRH, 1'b0 } +: 2] <= DIF;
                    _r_mem_g[{ ADDRH, 1'b0 } +: 2] <= DIG;
                    _r_mem_h[{ ADDRH, 1'b0 } +: 2] <= DIH;
                end
            end
        end
        else begin : GEN_WCLK_POS
            always @(posedge WCLK) begin : MEM_WRITE
                if (WE) begin
                    _r_mem_a[{ ADDRH, 1'b0 } +: 2] <= DIA;
                    _r_mem_b[{ ADDRH, 1'b0 } +: 2] <= DIB;
                    _r_mem_c[{ ADDRH, 1'b0 } +: 2] <= DIC;
                    _r_mem_d[{ ADDRH, 1'b0 } +: 2] <= DID;
                    _r_mem_e[{ ADDRH, 1'b0 } +: 2] <= DIE;
                    _r_mem_f[{ ADDRH, 1'b0 } +: 2] <= DIF;
                    _r_mem_g[{ ADDRH, 1'b0 } +: 2] <= DIG;
                    _r_mem_h[{ ADDRH, 1'b0 } +: 2] <= DIH;
                end
            end
        end
    endgenerate
    assign DOA = _r_mem_a[{ ADDRA, 1'b0 } +: 2];
    assign DOB = _r_mem_b[{ ADDRB, 1'b0 } +: 2];
    assign DOC = _r_mem_c[{ ADDRC, 1'b0 } +: 2];
    assign DOD = _r_mem_d[{ ADDRD, 1'b0 } +: 2];
    assign DOE = _r_mem_e[{ ADDRE, 1'b0 } +: 2];
    assign DOF = _r_mem_f[{ ADDRF, 1'b0 } +: 2];
    assign DOG = _r_mem_g[{ ADDRG, 1'b0 } +: 2];
    assign DOH = _r_mem_h[{ ADDRH, 1'b0 } +: 2];
endmodule

==> run_results.csv <==
group,metric,value,unit
synth,yosys_warnings,1,
sta,fin_setup_tns,0,ns
cells_and_area,n_fill_cell,5284,
status,status,"finished, final reports clean",
synth,edf_count,512,
synth,top_cells_by_count,"edfxtp_1 (512), a22o_1 (248), o2bb2ai_1 (136)",
sta,hold_slack,0.553,ns
synth,top_logic_kind,"multiplexers",
cells_and_area,logic_area,0.00982,mm2
setup_path,crit_chain,"clkdlybuf4s50_1 > mux4_2 > o22ai_1 > nor4_1 > clkdlybuf4s50_1",
synth,ys_chip_area,0.0258,mm2
sta,worst_pin_slew,0.894,ns
setup_path,criticalPathCategory,"primary input to primary output",
placement,dp_hpwl,50.3,mm
sta,skew,0,ns
synth,synthFlopType,"edfxtp_1",
route,antennaDiodeCount,0,
synth,netlist.area_leader.share,59.6,%
synth,top_cells_by_area,"edfxtp_1 (60%), mux4_2 (11%), a22o_1 (8.4%)",
synth,yosys.area.top_type,"edfxtp_1",
clock_network,cts_hold_buf,0,
route,first_pass_iters,7,
placement,place_inst,2490,
synth,syn_inst,1619,
flow_run,log.warning_count,28,
setup_path,crit_fanout,16,
setup_path,cp_slowest_cell,"clkdlybuf4s50_1",
global_route,first_global_vias,17700,
setup_path,crit_required,11.60,ns
power,p_per_area,124,mW/mm2
synth,ys_types,45,
setup_path,cp_slowest_stage_delay,0.98,ns
route,viasPerCell,6.52,
synth,yosys_cells,1619,
clock_network,cts_tree,"built",
clock_network,clock_sinks,512,
setup_path,startpoint_type,"primary input",
power,p_leak,9.63,nW
sta,timing.fmax,0.118,GHz
sta,fin_crit_sh,58.2,%
floorplanning,die_y,256,um
route,wirelength,80.9,mm
cells_and_area,area_growth,13.7,%
cells_and_area,seq_area,0.0154,mm2
setup_path,cp-end-kind,"primary output",
floorplanning,die_w,256,um
sta,setup_violations,0,
synth,ys_sh_simple,5.55,%
synth,synth.avg_cell_area,15.9,um2
sta,max-slew-margin-rel,40.2,%
clock_network,post_cts_buffers,0,
global_route,antenna_found_initial,4,
synth,mux_share,17.1,%
synth,ys.flops,512,
clock_network,cts-resized-gates,0,
sta,slew_violations,0,
synth,ys_async_sr_fraction,0,%
floorplanning,floorplan.core_util,40.7,%
route,ant_nets,0,
placement,portBuffers,73,
clock_network,insertion_delay,0.59,ns
floorplanning,ios,74,
clock_network,numCtsBuffers,53,
clock_network,clock_path_buffers,3,
route,post-route-drc-count,0,
synth,aoi_share,14.8,%
synth,synth_seq_share,59.6,%
global_route,grt_pass1_wl,119,mm
global_route,grt_overflow_total,0,
setup_path,cp_common_cell,"clkdlybuf4s50_1",
placement,gp_congestion,0.921,
sta,rsz0062_at_grt,"false",
global_route,grt_usage,26.9,%
sta,hold_viol,0,
route,wl_per_cell,31.3,um
floorplanning,coreArea,0.0634,mm2
synth,netlist_area,0.0258,mm2
route,drt_iter0_markers,1437,
global_route,grt_max_degree,97,
synth,synthXorXnorAreaFrac,0.0970,%
cells_and_area,layout-drive-gt1-share,26.7,%
floorplanning,dieArea,0.0655,mm2
clock_network,cts_max_level,2,
setup_path,crit_arrival,5.54,ns
synth,most_common_cell,"edfxtp_1",
flow_run,drv_cap,0,
power,ir_drop,89.4,uV
cells_and_area,stdcell_count,2585,
clock_network,clock-root-buffer,"clkbuf_16",
synth,ys_sh_adder,0.242,%
sta,layout_min_cycle_time,8.44,ns
route,vias,16800,
floorplanning,rows,92,
min_path,min_path_type,"register to register",
clock_network,clk_pin_slew_worst_paths,0.06,ns
[worst max-delay path, delay by kind of cell]
family / cells / cell delay (ns)
multiplexers: 1 / 0.35
buffers and inverters: 2 / 1.59
AND/OR/NAND/NOR: 1 / 0.62
AND-OR/OR-AND: 1 / 0.07
[metal layers]
| metal | wire length (um) | vias to the layer above | track usage (%) |
|---|---|---|---|
| li1 | - | 7079 | - |
| met1 | 29400 | 8424 | 36.3 |
| met2 | 34500 | 1137 | 36.2 |
| met3 | 14000 | 196 | 19.5 |
| met4 | 2770 | 13 | 6.64 |
| met5 | 169 | - | 1.68 |
[stage by stage]
step                      power, W  cell area (um2)  setup slack [ns]  utilization (%)
after CTS                  0.00365            29300              5.99             46.3
after floorplan            0.00209            25800              7.14                -
after detailed placement   0.00229            27600              6.02             43.6
final                      0.00363            29300              6.06             46.3
after global placement     0.00228            27600              6.02             43.6
after global routing       0.00375            29300              5.93             46.3
[cell families after synthesis]
kind of cell | after synthesis
AND/OR/NAND/NOR | 245
AND-OR/OR-AND | 454
XOR/XNOR | 2
flip-flops | 512
multiplexers | 263
adder cells (fa/ha/maj) | 5
buffers and inverters | 138
[where the power goes]
part	total [W]	internal, W	switching [W]
combinational	0.000452	0.000208	0.000244
sequential	0.00181	0.00176	0.0000533
clock	0.00137	0.000792	0.000576
total	0.00363	0.00276	0.000873
[final timing paths]
kind                 from      endpoint  slack (ns)  depth (start not counted)
max              ADDRF[2]        DOF[1]        6.06                          5
min           _r_mem_h[8]   _r_mem_h[8]        0.55                          1
min reg2reg   _r_mem_h[8]   _r_mem_h[8]        0.55                          1
max reg2reg  _r_mem_f[33]  _r_mem_f[33]       13.55                          1
[state kept, by name (all words and copies together), names as in the netlist]
| register | flops |
|---|---|
| _r_mem_a | 64 |
| _r_mem_b | 64 |
| _r_mem_c | 64 |
| _r_mem_d | 64 |
| _r_mem_e | 64 |
| _r_mem_f | 64 |
| _r_mem_g | 64 |
| _r_mem_h | 64 |
[area by class of cell]
type                    instances  share of cell area (%)
well taps                     846                    3.61
repair buffers                158                    4.67
clock inverters                32                    1.13
flip-flops and latches        512                    52.4
clock buffers                  63                    4.65
inverters                       5                  0.0640
multi-input cells             969                    33.5
[cell usage in the layout (no fill, tap or decap), drive strengths merged, types with 4 or more instances in the layout]
cell	count
a22o	248
and2	20
buf	87
bufinv	7
clkbuf	63
clkdlybuf4s50	71
clkinv	22
edfxtp	512
ha	5
inv	7
mux2	132
mux4	129
nand2	72
nand3	29
nand3b	22
nor2	43
nor3	6
nor4	19
o2111a	4
o21ai	4
o22ai	58
o2bb2ai	136
or3	7
or3b	16
Power and IR drop assume default switching activity.
