==> /design/flow/run.sh <==
#!/bin/bash
# OpenROAD 26Q1-2900-gdf79404cd8, Yosys 0.63+post, stock flow scripts
make -C /OpenROAD-flow-scripts/flow DESIGN_CONFIG=/design/flow/config.mk WORK_HOME=/design/flow/orfs finish
==> /design/flow/config.mk <==
export PLATFORM = sky130hd
export DESIGN_NAME = RAM64M8
export DESIGN_NICKNAME = RAM64M8
export VERILOG_FILES = /design/flow/design.v
export SDC_FILE = /design/flow/constraint.sdc
export NUM_CORES = 4
export LEC_CHECK = 1
export CORE_UTILIZATION = 30
==> /design/flow/constraint.sdc <==
current_design RAM64M8

set clk_period 16.7
set clk_io_pct 0.2

create_clock -name clk0 -period $clk_period [get_ports {WCLK}]

set non_clock_inputs [all_inputs -no_clocks]
set_input_delay [expr $clk_period * $clk_io_pct] -clock clk0 $non_clock_inputs
set_output_delay [expr $clk_period * $clk_io_pct] -clock clk0 [all_outputs]
==> /design/flow/design.v <==
`timescale 1 ps / 1 ps
module RAM64M8
#(
    parameter  [63:0] INIT_A           = 64'h0,
    parameter  [63:0] INIT_B           = 64'h0,
    parameter  [63:0] INIT_C           = 64'h0,
    parameter  [63:0] INIT_D           = 64'h0,
    parameter  [63:0] INIT_E           = 64'h0,
    parameter  [63:0] INIT_F           = 64'h0,
    parameter  [63:0] INIT_G           = 64'h0,
    parameter  [63:0] INIT_H           = 64'h0,
    parameter   [0:0] IS_WCLK_INVERTED = 1'b0
)
(
    input  wire       WCLK,
    input  wire       WE,
    input  wire [5:0] ADDRA,
    input  wire       DIA,
    output wire       DOA,
    input  wire [5:0] ADDRB,
    input  wire       DIB,
    output wire       DOB,
    input  wire [5:0] ADDRC,
    input  wire       DIC,
    output wire       DOC,
    input  wire [5:0] ADDRD,
    input  wire       DID,
    output wire       DOD,
    input  wire [5:0] ADDRE,
    input  wire       DIE,
    output wire       DOE,
    input  wire [5:0] ADDRF,
    input  wire       DIF,
    output wire       DOF,
    input  wire [5:0] ADDRG,
    input  wire       DIG,
    output wire       DOG,
    input  wire [5:0] ADDRH,
    input  wire       DIH,
    output wire       DOH
);
    reg [63:0] _r_mem_a;
    reg [63:0] _r_mem_b;
    reg [63:0] _r_mem_c;
    reg [63:0] _r_mem_d;
    reg [63:0] _r_mem_e;
    reg [63:0] _r_mem_f;
    reg [63:0] _r_mem_g;
    reg [63:0] _r_mem_h;
    initial begin : INIT_STATE
        _r_mem_a = INIT_A;
        _r_mem_b = INIT_B;
        _r_mem_c = INIT_C;
        _r_mem_d = INIT_D;
        _r_mem_e = INIT_E;
        _r_mem_f = INIT_F;
        _r_mem_g = INIT_G;
        _r_mem_h = INIT_H;
    end
    generate
        if (IS_WCLK_INVERTED) begin : GEN_WCLK_NEG
            always @(negedge WCLK) begin : MEM_WRITE
                if (WE) begin
                    _r_mem_a[ADDRH] <= DIA;
                    _r_mem_b[ADDRH] <= DIB;
                    _r_mem_c[ADDRH] <= DIC;
                    _r_mem_d[ADDRH] <= DID;
                    _r_mem_e[ADDRH] <= DIE;
                    _r_mem_f[ADDRH] <= DIF;
                    _r_mem_g[ADDRH] <= DIG;
                    _r_mem_h[ADDRH] <= DIH;
                end
            end
        end
        else begin : GEN_WCLK_POS
            always @(posedge WCLK) begin : MEM_WRITE
                if (WE) begin
                    _r_mem_a[ADDRH] <= DIA;
                    _r_mem_b[ADDRH] <= DIB;
                    _r_mem_c[ADDRH] <= DIC;
                    _r_mem_d[ADDRH] <= DID;
                    _r_mem_e[ADDRH] <= DIE;
                    _r_mem_f[ADDRH] <= DIF;
                    _r_mem_g[ADDRH] <= DIG;
                    _r_mem_h[ADDRH] <= DIH;
                end
            end
        end
    endgenerate
    assign DOA = _r_mem_a[ADDRA];
    assign DOB = _r_mem_b[ADDRB];
    assign DOC = _r_mem_c[ADDRC];
    assign DOD = _r_mem_d[ADDRD];
    assign DOE = _r_mem_e[ADDRE];
    assign DOF = _r_mem_f[ADDRF];
    assign DOG = _r_mem_g[ADDRG];
    assign DOH = _r_mem_h[ADDRH];
endmodule
==> run summary <==
Outcome: complete, no violations
Clock latency on the worst-skew pair: 0.61 ns
PD cells: 105 mW/mm^2
Yosys cell count: 1618
Setup Skew: 0 ns
PortBufs: 65
Initial antenna violation count: 1
First-pass GRT wire length: 130000 um
Die extent in x: 295 um
Post-synth ARST share: 0%
Setup_tns: 0 ns
Max-cap violations: 0
Worst EP required: 13.36 ns
Detailed-route via count: 16984
Iteration-0 DRC Markers: 1364
I/O pin total: 66
Post-DR vias/cell: 5.86
Final Critical Period: 9.43 ns
Total congestion overflow: 0
Pre-CTS WS: 7.35 ns
Cell taking the most area after synthesis: edfxtp_1
Dpl cell area: 0.0280 mm^2
Filler cells: 7904
Post-Route WL: 90600 um
Max-area cell share: 59.7%
Tool warnings: 28
Synth Instances: 1618
FMAX: 0.106 GHz
Type of destination of the critical path: output pin
Chip area: 0.0869 mm^2
Worst path max stage delay: 0.90 ns
CTS tree: done
FP Core Util: 30.3%
Top cells, area: edfxtp_1 60%, o2bb2ai_1 13%, mux4_2 11%
# rows: 107
CP arrival: 6.09 ns
Maximum VDD drop: 73.3 uV
Resized cells post-CTS: 0
YS chip area: 0.0257 mm^2
Unique cell types: 53
Tot GR Track Use: 22.4%
Final setup violation count: 0
# hold bufs at CTS: 0
CTS Buf Count: 55
Post-synth regs: 512
Largest net degree at the start of global routing: 98
Die Span Y: 295 um
Rel. slew slack: 30.1%
Leak: 9.38 nW
Crit path max fanout: 12
Worst-Margin Slew: 1.05 ns
RSZ-0062 raised after global routing: false
EDFF count, synth: 512
Final-report hold violation count: 0
Setup WS post-layout: 7.27 ns
Crit path kind: input port to output pin
Clock transition at the registers of the reported paths: 0.06 ns
Critical path's slowest cell: clkdlybuf4s50_1
Final weighted congestion in routability-driven placement: 0.962
Post-route DRC: 0
Crit-path cells: clkdlybuf4s50_1, mux4_2, mux2i_1, mux4_2, o211ai_1, clkdlybuf4s50_1
Maximum buffer depth of the clock tree: 3
Average cell area after synthesis: 15.9 um^2
Post-layout period usage: 56.5%
Area Growth Syn to Fin: 15.7%
Most used flip-flop cell: edfxtp_1
Detail Route Antenna Nets: 0
CP Buf/Inv Count: 2
Core Box Area: 0.0850 mm^2
CP startpoint kind: input port
Hold Path Class: register to register
Number of H-tree levels: 2
Root buf cell: clkbuf_16
Pins Over Slew Limit: 0
Mapped cell area: 0.0257 mm^2
Sequential area share after synthesis: 59.7%
Clock sink total: 512
Layout cells sized above 1: 26.0%
Vias in the first global route: 17839
Post-CTS setup buffer count: 0
Fin util: 35.0%
DP HPWL: 57800 um
Top cell family by delay on the critical path: buffers and inverters
Fin area: 0.0298 mm^2
DR pass1 iterations: 6
WL/cell: 31.3 um
Yosys Warn Count: 1
## per-stage QoR
| step | total power (W) | instances | hold slack (ns) |
|---|---|---|---|
| floorplan | 0.00178 | 1618 | 0.523 |
| global route | 0.00322 | 2892 | 0.570 |
| global placement | 0.00192 | 2794 | 0.536 |
| CTS | 0.00314 | 2892 | 0.562 |
| detailed placement | 0.00193 | 2794 | 0.543 |
| finish | 0.00312 | 2896 | 0.558 |
## registers in the layout, indices dropped and copies added (netlist names)
name / cells
_r_mem_a: 64
_r_mem_b: 64
_r_mem_c: 64
_r_mem_d: 64
_r_mem_e: 64
_r_mem_f: 64
_r_mem_g: 64
_r_mem_h: 64
## cells in the mapped netlist (2+ instances only)
cell         n
nor2_2       4
a221o_1      4
a211oi_1     3
o22ai_1     16
o2bb2ai_1  385
buf_2       17
xnor2_1      3
edfxtp_1   512
nor4_2       2
inv_1        4
o22a_1       4
nand2_1    120
nand3b_1     6
nor3_2       3
or4_1        2
and2_1      13
ha_1         4
nand4_1      5
o2111ai_1    3
nor2_1      26
a211oi_4     2
mux2_1       8
mux2i_1     29
clkbuf_1    96
nor4_1       4
nor3_1      11
buf_1       10
mux2_2     135
mux4_2     131
nand2b_1    10
nand3_1      7
o21ai_0      4
o311ai_0     2
nor2b_1      6
a21oi_2      2
or3_1        3
o211ai_1     4
a21oi_1      3
## area by class of cell
cell class | count | area (um^2) | share of cell area, %
Clock buffer | 64 | 1410 | 4.74
Clock inverter | 34 | 332 | 1.11
Sequential cell | 512 | 15400 | 51.6
Tap cell | 1144 | 1430 | 4.81
Inverter | 5 | 18.8 | 0.0630
Timing Repair Buffer | 156 | 1340 | 4.50
Multi-Input combinational cell | 977 | 9860 | 33.1
Antenna cell | 4 | 10.0 | 0.0336
## report_power, final
part | internal, W | switching (W) | total [W]
Clock | 0.000706 | 0.000508 | 0.00121
Combinational | 0.000161 | 0.000189 | 0.000350
Sequential | 0.00152 | 0.0000419 | 0.00156
## per-layer routing
layer	wire (um)	track usage, %	vias to the layer above
met4	5130	9.79	12
met5	344	2.78	-
met1	29400	24.9	8421
li1	-	-	7064
met2	39200	31.1	1233
met3	16600	17.9	254
## kinds of logic (layout without fill, tap and decap cells)
group / count (synthesis) / count (layout) / share of synthesized area [%]
buffers and inverters: 129 / 259 / 1.98
DFF: 512 / 512 / 59.7
xor gates and xnor gates: 6 / 6 / 0.263
other: 0 / 4 / 0
AOI/OAI and AO/OA: 438 / 438 / 14.8
muxes: 303 / 303 / 18.9
adders and majority gates: 4 / 4 / 0.195
and+or+nand+nor: 226 / 226 / 4.21
## cells in the final DEF, fill, tap and decap left out, types with 5 or more instances in the layout
cell type and count:
and2_1 13, buf_4 91, bufinv_16 7, clkbuf_1 9
clkbuf_16 55, clkdlybuf4s50_1 64, clkinv_1 15, clkinv_2 12
edfxtp_1 512, mux2_1 8, mux2_2 135, mux2i_1 29
mux4_2 131, nand2_1 116, nand2b_1 10, nand3_1 7
nand3b_1 6, nand4_1 5, nor2_1 26, nor2b_1 6
nor3_1 11, o22ai_1 16, o2bb2ai_1 385
## worst paths after layout
check	startpoint	endpoint	slack, ns	depth (start not counted)
worst max-delay path	ADDRA[2]	DOA	7.27	6
worst min-delay path	_r_mem_g[0]	_r_mem_g[0]	0.56	1
worst max register to register	_r_mem_h[0]	_r_mem_h[0]	15.75	1
worst min register to register	_r_mem_g[0]	_r_mem_g[0]	0.56	1
Power figures rest on the tool's default switching activity, not on a simulated workload.
